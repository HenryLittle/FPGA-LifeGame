### ./config.mk
export PLATFORM = sky130hd
export DESIGN_NAME = life_game
export DESIGN_NICKNAME = life_game
export VERILOG_FILES = /design/flow/design.v
export SDC_FILE = /design/flow/constraint.sdc
export NUM_CORES = 4
export LEC_CHECK = 1
export CORE_UTILIZATION = 40
### ./constraint.sdc
current_design life_game

set clk_period 8.8
set clk_io_pct 0.2

create_clock -name clk0 -period $clk_period [get_ports {clock}]

set non_clock_inputs [all_inputs -no_clocks]
set_input_delay [expr $clk_period * $clk_io_pct] -clock clk0 $non_clock_inputs
set_output_delay [expr $clk_period * $clk_io_pct] -clock clk0 [all_outputs]
### ./design.v
`timescale 1ns / 1ps
module life_game(
	input clock,
	input enable,
	input circlize,
	input pointer_ready,
	input [8:0] pointer_delta_x,
	input [8:0] pointer_delta_y,
	input pointer_select,
	input [9:0] x_position,
	input [8:0] y_position,
	input inside_video,
	output reg [7:0] color
	);
	parameter BLOCK_SIZE = 20;
	parameter BLOCK_COUNT_X = 640 / BLOCK_SIZE;
	parameter BLOCK_COUNT_Y = 480 / BLOCK_SIZE;
	parameter COLOR_POINTER = 8'b110_110_10;
	parameter COLOR_EMPTY = 8'b111_111_11;
	parameter COLOR_BLACK = 8'b000_000_00;
	reg [9:0] pointer_x = 320;
	reg [8:0] pointer_y = 240;
	wire [4:0] pointer_x_index;
	wire [4:0] pointer_y_index;
	wire pointer_select_on [0:BLOCK_COUNT_X - 1] [0:BLOCK_COUNT_Y - 1];
	reg map_0 [0:BLOCK_COUNT_X - 1] [0:BLOCK_COUNT_Y - 1];
	reg map_1 [0:BLOCK_COUNT_X - 1] [0:BLOCK_COUNT_Y - 1];
	reg map_index = 0;
	wire [3:0] neighbor_count_0 [0:BLOCK_COUNT_X - 1] [0:BLOCK_COUNT_Y - 1];
	wire [3:0] neighbor_count_1 [0:BLOCK_COUNT_X - 1] [0:BLOCK_COUNT_Y - 1];
	wire [4:0] x_index;
	wire [4:0] y_index;
	wire block_current;
	wire [7:0] color_life;
	wire [7:0] color_empty;
	wire [7:0] color_block;
	wire [7:0] color_block_circlized;
	initial begin
		map_0[1][0] = 1;
		map_0[2][1] = 1;
		map_0[0][2] = 1;
		map_0[1][2] = 1;
		map_0[2][2] = 1;
	end
	always @(posedge clock) begin
		if (pointer_ready) begin
			if (pointer_delta_x[8]) begin
				pointer_x <= pointer_x - pointer_delta_x[7:0];
			end else begin
				pointer_x <= pointer_x + pointer_delta_x[7:0];
			end
			if (pointer_delta_y[8]) begin
				pointer_y <= pointer_y - pointer_delta_y[7:0];
			end else begin
				pointer_y <= pointer_y + pointer_delta_y[7:0];
			end
		end
	end
	assign pointer_x_index = pointer_x / BLOCK_SIZE;
	assign pointer_y_index = pointer_y / BLOCK_SIZE;
	always @(posedge clock) begin
		if (enable) begin
			map_index <= ~map_index;
		end
	end
genvar i, j;
generate
	for (i = 0; i < BLOCK_COUNT_X; i = i + 1) begin
		for (j = 0; j < BLOCK_COUNT_Y; j = j + 1) begin
	assign pointer_select_on[i][j] = i == pointer_x_index && j == pointer_y_index && pointer_select;
	assign neighbor_count_0[i][j] = map_0[(i - 1 + BLOCK_COUNT_X) % BLOCK_COUNT_X][(j - 1 + BLOCK_COUNT_Y) % BLOCK_COUNT_Y] 
								  + map_0[i][(j - 1 + BLOCK_COUNT_Y) % BLOCK_COUNT_Y] 
								  + map_0[(i + 1) % BLOCK_COUNT_X][(j - 1 + BLOCK_COUNT_Y) % BLOCK_COUNT_Y]
			 					  + map_0[(i - 1 + BLOCK_COUNT_X) % BLOCK_COUNT_X][j] 
								  + map_0[(i + 1) % BLOCK_COUNT_X][j]
			   					  + map_0[(i - 1 + BLOCK_COUNT_X) % BLOCK_COUNT_X][(j + 1) % BLOCK_COUNT_Y] 
								  + map_0[i][(j + 1) % BLOCK_COUNT_Y]
								  + map_0[(i + 1) % BLOCK_COUNT_X][(j + 1) % BLOCK_COUNT_Y];
	assign neighbor_count_1[i][j] = map_1[(i - 1 + BLOCK_COUNT_X) % BLOCK_COUNT_X][(j - 1 + BLOCK_COUNT_Y) % BLOCK_COUNT_Y]
	        					  + map_1[i][(j - 1 + BLOCK_COUNT_Y) % BLOCK_COUNT_Y] 
								  + map_1[(i + 1) % BLOCK_COUNT_X][(j - 1 + BLOCK_COUNT_Y) % BLOCK_COUNT_Y]
								  + map_1[(i - 1 + BLOCK_COUNT_X) % BLOCK_COUNT_X][j] 
								  + map_1[(i + 1) % BLOCK_COUNT_X][j]
								  + map_1[(i - 1 + BLOCK_COUNT_X) % BLOCK_COUNT_X][(j + 1) % BLOCK_COUNT_Y] 
								  + map_1[i][(j + 1) % BLOCK_COUNT_Y] 
								  + map_1[(i + 1) % BLOCK_COUNT_X][(j + 1) % BLOCK_COUNT_Y];
	always @(posedge clock) begin
		if (map_index == 0) begin
			map_0[i][j] <= pointer_select_on[i][j] ^ map_0[i][j];
			if (map_0[i][j]) begin
				map_1[i][j] <= neighbor_count_0[i][j] == 2 | neighbor_count_0[i][j] == 3;
			end else begin
				map_1[i][j] <= neighbor_count_0[i][j] == 3;
			end
		end else begin
			map_1[i][j] <= pointer_select_on[i][j] ^ map_1[i][j];
			if (map_1[i][j]) begin
				map_0[i][j] <= neighbor_count_1[i][j] == 2 | neighbor_count_1[i][j] == 3;
			end else begin
				map_0[i][j] <= neighbor_count_1[i][j] == 3;
			end
		end
	end
		end
	end
endgenerate
	assign x_index = x_position / BLOCK_SIZE;
	assign y_index = y_position / BLOCK_SIZE;
	assign block_current = map_index == 0 ? map_0[x_index][y_index] : map_1[x_index][y_index];
	assign color_empty = x_index == pointer_x_index && y_index == pointer_y_index ? COLOR_POINTER : COLOR_EMPTY;
	assign color_block = block_current ? color_life : color_empty;
	always @(*) begin
		if (inside_video) begin
			if (x_position <= BLOCK_SIZE * BLOCK_COUNT_X) begin
				color = circlize ? color_block : color_block_circlized;
			end else begin
				color = COLOR_BLACK;
			end
		end else begin
			color = 0;
		end
	end
endmodule
### ./run.sh
#!/bin/bash
# OpenROAD 26Q1-2900-gdf79404cd8, Yosys 0.63+post, stock flow scripts
make -C /OpenROAD-flow-scripts/flow DESIGN_CONFIG=/design/flow/config.mk WORK_HOME=/design/flow/orfs finish
==> run summary <==
Implementation results

The flow ran to the end, and the final reports show no timing, DRC or antenna violations. The end point of the worst hold path is pointer_x[1]. Total global-route track usage over all layers is 0.167. The site row count is 36. The total number of vias is 3991. The width of the chip is 104 um. The multi-input combinational cells in the finished layout cover a total of 0.00329 mm^2. The number of antenna violations at the first check in global routing was 0. The total tool warning count is 30. The relative slew slack is 0.530.

For this run, the leading register cell type out of synthesis is sky130_fd_sc_hd__edfxtp_1. For the worst setup path, the data required time is 7.04 ns. Looking at the reg2reg group, the worst path ends at pointer_x[9]. The total cell area reported by yosys after synthesis is 0.00417 mm^2. Entering global routing, the biggest net connects 22 pins. The type of the worst min-delay path is reg2reg.

The top-level port count is 51. Setup repair after global routing left no endpoint under its margin. The antenna diode instance count is 0. In this run the mean area of a mapped cell was 7.33 um^2.

Detailed-route iteration 0 reported a violation count of 308. The tree is rooted in a sky130_fd_sc_hd__clkbuf_8. The layout has 938 filler cells. The count of final hold-check violations is 0.

Summed over all layers, the global routing overflow is 0. The share of final-layout standard cells stronger than drive strength 1 is 0.0616. The number of enable-type register cells in the synthesized netlist is 19.

Yosys reported that registers with async set or reset make up 0. The number of instances in the synthesized netlist is 569. The clock buffer count from CTS is 3. The reported leakage power is 1.79 nW.

The number of clock sinks seen by CTS is 19. The DRC violation total left in the routed layout is recorded as 0. The number of nets with antenna violations after routing is 0. The worst setup path is captured at an output port. The floorplan utilization is 0.419. The maximum operating frequency is 121 MHz.

The max-slew violation count is 0. In this run the maximum-capacitance check reported violations numbering 0. The distinct cell type count after synthesis is 87.

The flow measured a signed area growth from synthesis to layout of 12.2%. The minimum clock period after layout is 8.23 ns. The sum of net half-perimeters after detailed placement is 6880 um. Final hold analysis gives a worst-case slack of 0.675 ns. The report lists the power per cell area as 346 mW/mm^2. TritonCTS built the clock tree.

Per the CTS log, the buffer count on the longest clock path is 2. The number of cells in the yosys synthesis report is 569. The post-CTS clock slew at the launch and capture registers of the worst setup and hold paths is 0.07 ns.

The beginning of the worst hold path is pointer_x[1]. The insertion delay to the later sink of the worst-skew pair is 0.25 ns. RePlAce ended its routability-driven mode at a weighted congestion of 0.888. The report lists the number of cells resized after CTS as 0. The worst-case IR drop observed on VDD is 0.000171 V.

The global-route wire length before repair is 15500 um. The wire length per cell is 12.4 um. The cell area after synthesis is 0.00417 mm^2. The script logs the ratio of routed vias to standard cells as 5.57. The number of global-route vias before repair was 3434. The synthesis stat section lists a flop and latch total of 19. The report puts the cell count of the worst reg-to-reg path at 10.

The sequential standard cell area is 571 um^2. The first-pass iteration count of the detailed router is 4. The register area share after synthesis is 0.137. The critical path launch point type is an input pin.

The post-layout period usage of the worst path is 0.935. The detailed router reported a total wirelength of 8900 um. The height of the die is 104 um. The hold buffer count at cts is 0. The number of stages on the worst hold path is 1. Data arrives at the worst endpoint at 6.47 ns. The worst-case clock skew is 0.00535 ns. The transition time recorded at the tightest slew-check pin is 0.705 ns. For the final routed database, the setup TNS stands at 0 ns. The number of port buffers is 45. In this run the number of H-tree levels came out at 1.

The number of buffers inserted by post-CTS setup repair is 0. Of all nets on the critical path, the largest fanout is 10. The worst register-to-register path has a setup slack of 6.42 ns. The startpoint of the worst register-to-register path is pointer_x[2]. The critical path class is in2out. The count of warnings emitted by yosys is 19.

The die covers 0.0108 mm^2. The number of endpoints failing setup at the final stage is 0. The core region is 0.00995 mm^2.
==> power breakdown <==
| group | switching [mW] | internal [mW] |
|---|---|---|
| clock | 0.0278 | 0.0321 |
| combinational | 0.687 | 0.588 |
| sequential | 0.115 | 0.170 |
| total | 0.830 | 0.790 |
==> sequential cells by signal, indices dropped and copies added, names as in the netlist <==
signal,flops
pointer_x,10
pointer_y,9
==> worst max-delay path, cell delays in order <==
cell	delay [ns]
sky130_fd_sc_hd__clkdlybuf4s50_1	0.44
sky130_fd_sc_hd__nor2_2	0.28
sky130_fd_sc_hd__inv_1	0.08
sky130_fd_sc_hd__ha_1	0.33
sky130_fd_sc_hd__nand2b_1	0.31
sky130_fd_sc_hd__o21a_1	0.29
sky130_fd_sc_hd__nor3_1	0.23
sky130_fd_sc_hd__or2_1	0.36
sky130_fd_sc_hd__a21oi_1	0.07
sky130_fd_sc_hd__a21oi_1	0.18
sky130_fd_sc_hd__o21ai_0	0.18
sky130_fd_sc_hd__a211o_1	0.32
sky130_fd_sc_hd__a221o_1	0.32
sky130_fd_sc_hd__a2111o_1	0.32
sky130_fd_sc_hd__a21o_1	0.16
sky130_fd_sc_hd__a31oi_1	0.31
sky130_fd_sc_hd__clkdlybuf4s50_1	0.53
==> layer usage <==
layer | track usage | part of all wire
met5 | 0 | 0
met1 | 0.265 | 0.52
met4 | 0.0153 | 0.0081
met3 | 0.00957 | 0.035
met2 | 0.262 | 0.44
==> how the worst max path moves through the flow <==
stage	startpoint	endpoint	slack [ns]	cells after the start
CTS	x_position[8]	color[2]	0.60	17
global route	x_position[8]	color[5]	0.27	17
finish	x_position[8]	color[5]	0.57	17
==> Yosys cell counts, types with 5 or more instances <==
cell type                  number  area share
sky130_fd_sc_hd__a211oi_1       5      0.0090
sky130_fd_sc_hd__and3_1         7       0.011
sky130_fd_sc_hd__a21o_1        10       0.018
sky130_fd_sc_hd__nor2_1        47       0.042
sky130_fd_sc_hd__buf_2         11       0.013
sky130_fd_sc_hd__or3_1          6      0.0090
sky130_fd_sc_hd__o21ai_0       23       0.028
sky130_fd_sc_hd__o31ai_1        7       0.013
sky130_fd_sc_hd__a21oi_1       50       0.060
sky130_fd_sc_hd__nand3b_1       6       0.011
sky130_fd_sc_hd__nor2b_1        8       0.012
sky130_fd_sc_hd__inv_1         30       0.027
sky130_fd_sc_hd__o21bai_1       7       0.013
sky130_fd_sc_hd__mux2i_1       12       0.029
sky130_fd_sc_hd__clkbuf_1      17       0.015
sky130_fd_sc_hd__o211ai_1      12       0.022
sky130_fd_sc_hd__and2_1        10       0.015
sky130_fd_sc_hd__nor3_1        18       0.022
sky130_fd_sc_hd__a31oi_1       10       0.015
sky130_fd_sc_hd__nand2b_1      13       0.020
sky130_fd_sc_hd__nand3_1       20       0.024
sky130_fd_sc_hd__ha_1          23       0.069
sky130_fd_sc_hd__nand4_1        7       0.011
sky130_fd_sc_hd__nand2_1       44       0.040
sky130_fd_sc_hd__buf_4          8       0.014
sky130_fd_sc_hd__edfxtp_1      19        0.14
sky130_fd_sc_hd__xor2_1         8       0.017
sky130_fd_sc_hd__xnor2_1       35       0.074
==> cell families (layout without fill, tap and decap cells) <==
logic type,Yosys count,after routing,synth area share
flip-flops,19,19,0.137
multiplexers,14,14,0.0351
AND/OR/NAND/NOR,213,213,0.273
AND-OR/OR-AND,180,180,0.302
XOR/XNOR,43,43,0.0903
buffers and inverters,71,86,0.0744
adder cells (fa/ha/maj),29,29,0.0885
==> cell usage in the layout, fill, tap and decap left out, types with 5 or more instances in the layout <==
cell | Yosys | routed
sky130_fd_sc_hd__inv_1 | 30 | 30
sky130_fd_sc_hd__and2_1 | 10 | 10
sky130_fd_sc_hd__nand3b_1 | 6 | 6
sky130_fd_sc_hd__nor2b_1 | 8 | 8
sky130_fd_sc_hd__or3_1 | 6 | 6
sky130_fd_sc_hd__buf_4 | 8 | 5
sky130_fd_sc_hd__nor2_1 | 47 | 47
sky130_fd_sc_hd__a31oi_1 | 10 | 10
sky130_fd_sc_hd__nand3_1 | 20 | 20
sky130_fd_sc_hd__nand2_1 | 44 | 44
sky130_fd_sc_hd__edfxtp_1 | 19 | 19
sky130_fd_sc_hd__o31ai_1 | 7 | 7
sky130_fd_sc_hd__clkdlybuf4s50_1 | 0 | 45
sky130_fd_sc_hd__o21ai_0 | 23 | 23
sky130_fd_sc_hd__and3_1 | 7 | 7
sky130_fd_sc_hd__nor3_1 | 18 | 18
sky130_fd_sc_hd__nand4_1 | 7 | 7
sky130_fd_sc_hd__nand2b_1 | 13 | 13
sky130_fd_sc_hd__mux2i_1 | 12 | 12
sky130_fd_sc_hd__o21bai_1 | 7 | 7
sky130_fd_sc_hd__xnor2_1 | 35 | 35
sky130_fd_sc_hd__xor2_1 | 8 | 8
sky130_fd_sc_hd__ha_1 | 23 | 23
sky130_fd_sc_hd__o211ai_1 | 12 | 12
sky130_fd_sc_hd__a21o_1 | 10 | 10
sky130_fd_sc_hd__a21oi_1 | 50 | 50
sky130_fd_sc_hd__a211oi_1 | 5 | 5
==> through the flow <==
stage	total power [mW]	util	setup slack, ns	instances	instance area [um^2]
after floorplan	1.34	-	1.88	569	4170
after global placement	1.54	0.465	0.620	713	4630
after detailed placement	1.56	0.465	0.603	713	4630
after CTS	1.63	0.470	0.596	717	4680
after global routing	1.82	0.470	0.272	717	4680
final	1.62	0.470	0.568	717	4680
==> layout make-up <==
| type | instances | share of cell area |
|---|---|---|
| multi-input cells | 479 | 0.703 |
| inverters | 32 | 0.0257 |
| well taps | 133 | 0.0356 |
| repair buffers | 50 | 0.104 |
| flip-flops and latches | 19 | 0.122 |
| clock buffers | 4 | 0.00963 |
Power figures rest on the tool's default switching activity, not on a simulated workload.
