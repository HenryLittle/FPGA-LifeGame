`flow/design.v`:
```
`timescale 1ns / 1ps
`timescale 1ns / 1ps
module color_generator(
	input [7:0] x_index,
	input [7:0] y_index,
	output [7:0] color
	);
	wire [3:0] h;
	wire [2:0] s;
	assign h = x_index * 3 / 32;  
	assign s = y_index / 24 + 4;   
	hsv_to_rgb hsv_to_rgb(h, s, 3'b111, color[7:5], color[4:2], color[1:0]);
endmodule
module hsv_to_rgb(
	input [3:0] h,
	input [2:0] s,
	input [2:0] v,
	output [3:0] r,
	output [3:0] g,
	output [3:0] b
	);
	wire [2:0] max = v;
	wire [2:0] _temp = v * s / 7;
	wire [2:0] min = v - _temp;
	wire [2:0] mid = v - _temp / 2;
	wire [2:0] b_;
	assign r = h == 0 || h == 1 || h == 2 || h == 10 || h == 11 ? max :
			h == 3 || h == 9 ? mid :
			min;
	assign g = h == 2 || h == 3 || h == 4 || h == 5 || h == 6 ? max :
			h == 1 || h == 7 ? mid :
			min;
	assign b_ = h == 6 || h == 7 || h == 8 || h == 9 || h == 10 ? max :
			h == 5 || h == 11 ? mid :
			min;
	assign b = b_ / 2;
endmodule
`timescale 1ns / 1ps
module divide (
    numerator,
    denominator,
    quotient,
    remain 
);
    parameter N_WIDTH = 10;
    parameter D_WIDTH = 8;
    input  [N_WIDTH - 1: 0] numerator;
    input  [D_WIDTH - 1: 0] denominator;
    output reg [N_WIDTH - 1: 0] quotient;
    output reg [D_WIDTH - 1: 0] remain;
    reg[D_WIDTH: 0] cmp[N_WIDTH - 1: 0];
    reg[D_WIDTH: 0] sub[N_WIDTH - 1: 0];
    integer i;
    always @ (*) begin
        cmp[N_WIDTH - 1] = {{D_WIDTH{1'b0}}, numerator[N_WIDTH - 1]};
        for (i = N_WIDTH - 1; i > 0; i = i - 1) begin
            sub[i] = cmp[i] - {1'b0, denominator};
            quotient[i] = ~sub[i][D_WIDTH];
            if (~sub[i][D_WIDTH]) cmp[i - 1] = {sub[i][D_WIDTH - 1: 0], numerator[i - 1]};
            else cmp[i - 1] = {cmp[i][D_WIDTH - 1: 0], numerator[i - 1]};
        end
        sub[0] = cmp[0] - {1'b0, denominator};
        quotient[0] = ~sub[0][D_WIDTH];
        remain = (quotient[0]) ? sub[0][D_WIDTH - 1: 0] : cmp[0][D_WIDTH - 1: 0];
    end
endmodule
`timescale 1ns / 1ps
module envolve_display_ctrl (
	clk, rst,
    mode,
    scan_x,
    scan_y,
    win_x,
    win_y,
    visi_cell_num,
    cur_x,
    cur_y,
    cell_state,
    cell_x,
    cell_y,
    in_disp_area,
    disp_value_RGB
);
    parameter PX_BOUND_LM = 50; 
    parameter PX_BOUND_RM = 400; 
    parameter PX_BOUND_UM = 50;
    parameter PX_BOUND_DM = 400; 
    parameter MAP_HEIGHT = 8;
    parameter MAP_WIDTH = 8; 
	input clk, rst;
    input mode;
    input cell_state;
    input [9: 0] scan_x;
    input [9: 0] scan_y;
    input [7: 0] visi_cell_num;
    input [7: 0] win_x;
    input [7: 0] win_y;
    input [7: 0] cur_x;
    input [7: 0] cur_y;
    output [7: 0] cell_x;
    output [7: 0] cell_y;
    output in_disp_area;
    output reg [11: 0] disp_value_RGB;  
    wire wi_px_bound_lm;  
    wire wi_px_bound_rm;  
    wire wi_px_bound_um;
    wire wi_px_bound_bm;
    wire wi_draw_win;
    assign wi_px_bound_lm = scan_x > PX_BOUND_LM;
    assign wi_px_bound_rm = scan_x < PX_BOUND_RM;
    assign wi_px_bound_um = scan_y > PX_BOUND_UM;
    assign wi_px_bound_bm = scan_y < PX_BOUND_DM;
    assign wi_draw_win = wi_px_bound_lm
                       & wi_px_bound_rm
                       & wi_px_bound_um
                       & wi_px_bound_bm;
    assign in_disp_area = wi_draw_win;
    wire [7: 0] cell_rem_x_px, cell_rem_y_px;
    wire [7: 0] cell_width_px;
    calculate_cell cal_cell (
        .clk(clk), .rst(rst),
        .win_x(win_x),
        .win_y(win_y),
        .scan_r_x(scan_x),
        .scan_r_y(scan_y),
        .visi_cell_num(visi_cell_num),
        .cell_x(cell_x),
        .cell_y(cell_y),
        .cell_rem_x_px(cell_rem_x_px),
        .cell_rem_y_px(cell_rem_y_px),
        .cell_width_px(cell_width_px)
    );
    wire cursor_en;
    assign cursor_en = (mode == 0) & (cell_x_rem == cur_x) & (cell_y_rem == cur_y);
    wire [11: 0] color_life;
    color_generator color_generator(cell_x, cell_y, color_life);
    wire [7: 0] cell_x_rem;
    wire [7: 0] cell_y_rem;
    divide #(8, 8) div_cell_cur_x (
        .numerator(cell_x),
        .denominator(MAP_WIDTH),
        .remain(cell_x_rem)
    );
    divide #(8, 8) div_cell_cur_y (
        .numerator(cell_y),
        .denominator(MAP_HEIGHT),
        .remain(cell_y_rem)
    );
    always @ (*) begin
        if ( ~cursor_en & (cell_rem_x_px == 7'b0 | cell_rem_y_px == 7'b0 )) begin
            disp_value_RGB = 12'b0000_0000_0000;
        end else begin
            if ((mode == 0) & (cell_x_rem == cur_x) & (cell_y_rem == cur_y)) begin
                disp_value_RGB = 12'b0000_1111_0000;
            end else begin
                disp_value_RGB = (cell_state) ? (color_life): (12'b1111_1111_1111);
            end
        end
    end
endmodule
module calculate_cell (
    clk, rst,
    win_x,
    win_y,
    scan_r_x,  
    scan_r_y,  
    visi_cell_num,
    cell_x,
    cell_y,
    cell_rem_x_px,
    cell_rem_y_px,
    cell_width_px
);
    input      clk, rst;
    input      [7: 0]   win_x;
    input      [7: 0]   win_y;
    input      [9: 0]       scan_r_x;
    input      [9: 0]       scan_r_y;
    input      [7: 0]       visi_cell_num;
    output wire [7: 0]   cell_x;
    output wire [7: 0]   cell_y;
    output     [7: 0]       cell_rem_x_px;
    output     [7: 0]       cell_rem_y_px;
    output reg [7: 0] cell_width_px;
    always @ (*) begin
        casex (visi_cell_num[7: 0])  
          8'b1xxxxxxx : cell_width_px = 8'b0000_1000;
          8'b01xxxxxx : cell_width_px = 8'b0000_1000;
          8'b001xxxxx : cell_width_px = 8'b0000_1000;
          8'b0001xxxx : cell_width_px = 8'b0000_1000;
          8'b00001xxx : cell_width_px = 8'b0001_0000;
          8'b000001xx : cell_width_px = 8'b0010_0000;
          8'b0000001x : cell_width_px = 8'b0100_0000;
          8'b00000001 : cell_width_px = 8'b1000_0000;
        endcase
    end
    wire [9: 0] cell_x_quo, cell_y_quo;
    assign cell_x = win_x + cell_x_quo[7: 0];
    assign cell_y = win_y + cell_y_quo[7: 0];
    divide #(10, 8) div_x (
        .numerator(scan_r_x),
        .denominator(cell_width_px),
        .quotient(cell_x_quo),
        .remain(cell_rem_x_px)
    );
    divide #(10, 8) div_y (
        .numerator(scan_r_y),
        .denominator(cell_width_px),
        .quotient(cell_y_quo),
        .remain(cell_rem_y_px)
    );
endmodule
```
`flow/run.sh`:
```
#!/bin/bash
# OpenROAD 26Q1-2900-gdf79404cd8, Yosys 0.63+post, stock flow scripts
make -C /OpenROAD-flow-scripts/flow DESIGN_CONFIG=/design/flow/config.mk WORK_HOME=/design/flow/orfs finish
```
`flow/config.mk`:
```
export PLATFORM = sky130hd
export DESIGN_NAME = envolve_display_ctrl
export DESIGN_NICKNAME = envolve_display_ctrl
export VERILOG_FILES = /design/flow/design.v
export SDC_FILE = /design/flow/constraint.sdc
export NUM_CORES = 4
export LEC_CHECK = 1
export CORE_UTILIZATION = 30
```
`flow/constraint.sdc`:
```
current_design envolve_display_ctrl

set clk_period 28.7
set clk_io_pct 0.2

create_clock -name clk0 -period $clk_period

set non_clock_inputs [all_inputs -no_clocks]
set_input_delay [expr $clk_period * $clk_io_pct] -clock clk0 $non_clock_inputs
set_output_delay [expr $clk_period * $clk_io_pct] -clock clk0 [all_outputs]
```
==> run_results.csv <==
group,metric,value,unit
status,status,"finished clean",
place,portBuffers,91,
finish,top_layout_cell,"sky130_fd_sc_hd__ha_1",
worst_setup_path,critPathArrivalTime,21.84,ns
worst_setup_path,critPathRequiredTime,22.96,ns
floorplanning,floorplan.core_area,0.0197,sq mm
place,hpwlAfterDp,13.6,mm
sta,final.setup.tns,0,ns
clock_network,cts_hold_repair.buffers,0,
route,detailedRoute.firstIterationViolations,198,
synth,synth_largest_type_area_fraction,21.7,%
synth,synthCells,825,
synth,syn-mean-instance-area,7.41,sq um
finish,layout.area.seq,75.1,sq um
place,dp_slack,-0.175,ns
floorplanning,die_area,0.0210,sq mm
finish,nFillCells,1961,
synth,enable_flop_cells,0,
floorplanning,floorplan.rows,51,
grt,grt_usage,15.5,%
route,remaining_drc_errors,0,
sta,max_freq,36.3,MHz
worst_setup_path,critical_path.max_fanout,8,
place,gp_congestion,0.900,
route,postRouteWirelength,16.3,mm
floorplanning,die_h,145,um
min_path,worst_hold_path.endpoint,"disp_value_RGB[5]",
min_path,worst_hold_path_startpoint,"cell_state",
sta,timing.max_slew.rel_slack,40.8,%
floorplanning,fp-utilization,31.0,%
synth,synth-async-reset-ratio,0,%
synth,top_post_synthesis_cells_by_area,"sky130_fd_sc_hd__ha_1 22%, sky130_fd_sc_hd__xnor2_1 6.4%, sky130_fd_sc_hd__xor2_1 5.6%",
route,number_of_nets_with_antenna_violations_after_routing,0,
sta,final_period_minus_worst_setup_slack,27.58,ns
sta,timing_worst_slew_pin_value,0.887,ns
worst_setup_path,worst-setup-path-type,"in -> out",
run,max_cap_viol_count,0,
sta,final_cycle_utilization_of_the_critical_path,96.1,%
floorplanning,floorplan.die.width,145,um
finish,synthToLayoutAreaGrowth,36.4,%
sta,finalMaxSlewViolations,0,
grt,grt_pass1_vias,5510,
min_path,holdCritPathClass,"in -> out",
worst_setup_path,timing.critical_path.mode_cell,"sky130_fd_sc_hd__a21o_1",
synth,postSynth.topFlopCell,"sky130_fd_sc_hd__dlxtn_1",
route,drt-wirelength-per-cell,12.9,um
synth,synth.yosys.chip_area,0.00612,sq mm
sta,final_critical_path_setup_slack,1.12,ns
route,drt_pass1_iterations,4,
grt,grt_overflow,0,
synth,post_synthesis_cell_type_with_the_largest_combined_area,"sky130_fd_sc_hd__ha_1",
worst_setup_path,critPathSlowestCell,"sky130_fd_sc_hd__clkdlybuf4s50_1",
synth,synth_stat.cells,825,
sta,unclocked_regs,5,
sta,hold_viol,0,
route,drt-vias-per-instance,4.91,
worst_setup_path,crit_start,"scan_x[9]",
grt,first_pass_grt_wire_length,25.7,mm
synth,synth_flop_count,5,
finish,layout_top_cells_excl_fill_tap,"103 x sky130_fd_sc_hd__ha_1, 89 x sky130_fd_sc_hd__clkdlybuf4s50_1, 86 x sky130_fd_sc_hd__inv_1",
worst_setup_path,start_kind,"primary input",
route,dr_total_vias,6190,
synth,synth_cell_type_count,82,
synth,synth.yosys.warnings,14,
floorplanning,num_io_pins,93,
sta,number_of_unconstrained_endpoints,5,
finish,largest_reg_flops,5,
synth,syn-cell-area,0.00612,sq mm
worst_setup_path,setup.worst_path.end_class,"primary output",
grt,grt_max_degree,25,
run,tool_warnings,41,
grt,antenna_found_initial,0,
worst_setup_path,critical_path.max_stage_delay,0.54,ns
finish,combGateArea,0.00599,sq mm
sta,setup-violations-final,0,
route,antenna_cells_inserted,0,
min_path,min_delay_path_depth,5,
finish,drive_gt1_share,19.3,%
[through the flow]
step	util (%)	cell area, sq um	hold WS, ns	instances
2_1_floorplan	-	6120	11.50	825
3_3_place_gp	39.7	7840	12.48	1240
3_5_place_dp	39.7	7840	12.49	1240
4_1_cts	39.9	7870	12.50	1241
5_1_grt	42.3	8340	12.46	1261
6_report	42.3	8340	12.38	1261
[final cells by class]
cell class,count,area share (%)
Inverter,90,4.05
Multi-Input combinational cell,721,71.8
Sequential cell,5,0.900
Tap cell,265,3.97
Timing Repair Buffer,180,19.3
[routing by layer]
metal	global-route usage, %	vias up	wire, um
met5	0	-	0
met4	0.776	0	74
met3	0.603	4	697
met2	27.2	113	7520
met1	22.1	2762	8030
li1	-	3311	-
[cells in the mapped netlist (all sizes together), types with 12 or more instances]
cell type,instances
a21o,38
a21oi,68
and2,12
fa,17
ha,106
inv,89
mux2,12
mux2i,20
nand2,57
nand3,17
nor2,55
nor2b,14
nor3,26
o21ai,45
xnor2,47
xor2,40
[logic make-up (layout without fill, tap and decap cells)]
family / count (synthesis) / count (layout) / share of synthesized area [%]
simple gates: 245 / 245 / 21.1
compound gates: 231 / 231 / 25.4
fa+ha+maj: 124 / 124 / 27.4
buf+inv: 100 / 270 / 6.46
xor+xnor: 87 / 88 / 12.8
mux: 32 / 32 / 5.48
latches: 5 / 5 / 1.23
other cells: 1 / 1 / 0.0613
[timing repair]
item,CTS,global route
gates resized,6,86
endpoints found under the setup margin,3,8
setup buffers,1,19
pin swaps,2,35
cloned,0,1
[critical path: cells and delay by family]
| kind | cells | cell delay, ns |
|---|---|---|
| AND-OR/OR-AND | 30 | 5.38 |
| XOR/XNOR | 5 | 0.78 |
| adder cells (fa/ha/maj) | 10 | 2.91 |
| buffers and inverters | 11 | 1.89 |
| multiplexers | 6 | 1.87 |
| AND/OR/NAND/NOR | 19 | 3.25 |
[worst max-delay path by stage]
stage                   end  slack (ns)  cells past startpoint
4_1_cts   disp_value_RGB[6]        0.05                     86
5_1_grt   disp_value_RGB[3]       -0.05                     96
6_report  disp_value_RGB[6]        1.12                     81
